==> design/flow/run.sh <==
#!/bin/bash
# OpenROAD 26Q1-2900-gdf79404cd8, Yosys 0.63+post, stock flow scripts
make -C /OpenROAD-flow-scripts/flow DESIGN_CONFIG=/design/flow/config.mk WORK_HOME=/design/flow/orfs finish
==> design/flow/config.mk <==
export PLATFORM = sky130hd
export DESIGN_NAME = result_mux
export DESIGN_NICKNAME = result_mux
export VERILOG_FILES = /design/flow/design.v
export SDC_FILE = /design/flow/constraint.sdc
export NUM_CORES = 4
export LEC_CHECK = 1
export CORE_AREA = 10 10 71 71
export DIE_AREA = 0 0 81 81
==> design/flow/constraint.sdc <==
current_design result_mux

set clk_period 1.0
set clk_io_pct 0.2

create_clock -name clk0 -period $clk_period

set non_clock_inputs [all_inputs -no_clocks]
set_input_delay [expr $clk_period * $clk_io_pct] -clock clk0 $non_clock_inputs
set_output_delay [expr $clk_period * $clk_io_pct] -clock clk0 [all_outputs]
==> design/flow/design.v <==
module result_mux#(
    parameter RESULT_WIDTH = 32
)(
    input logic ResultSrc,
    input logic [RESULT_WIDTH-1:0] ALUResult,
    input logic [RESULT_WIDTH-1:0] ReadData,
    output logic [RESULT_WIDTH-1:0] Result
);
assign Result = ResultSrc ? ReadData : ALUResult;
endmodule
==> impl_metrics.csv <==
group,metric,value,unit
timing,worst_pin_slew,110.5,ps
place,io_buffers,97,
floorplan,num_rows,22,
layout,layout-drive-gt1-share,52.94,%
place,gp_congestion,0.8093,
logic_synthesis,synth.top_cell.area_share,82.76,%
logic_synthesis,ys_area,544.3,um2
logic_synthesis,synth_area,544.3,um2
place,post-place-ws,-519.4,ps
route,vias,706,
global_route,overflow,0,
logic_synthesis,synthTopCellsByArea,"mux2_4 83%, buf_12 11%, mux2_2 4.1%",
critical_path,cpMostUsedCell,"buf_16",
flow_run,warnings,34,
layout,instances_no_fill,184,
route,drc,0,
worst_hold_path,min_delay_path_depth,3,
layout,seq_cells,0,
status,violations,"negative setup slack",
worst_hold_path,holdPathEnd,"Result[29]",
logic_synthesis,yosys_warnings,0,
place,post_dp_cell_area,1546,um2
global_route,grt_max_degree,9,
critical_path,slowest_stage,"mux2_4",
floorplan,core_area,3633,um2
layout,syn_to_final_growth,192.6,%
place,placedCellCount,180,
logic_synthesis,syn_inst,36,
global_route,grt_use_total,8.085,%
global_route,grt_pass1_vias,787,
route,drt-vias-per-instance,3.837,
layout,clkbuf_count,0,
critical_path,path_max_fanout,8,
worst_hold_path,hold_path_class,"input pin to primary output",
route,wl,2948,um
critical_path,required,800,ps
power,fin_total_pwr,0.6320,mW
logic_synthesis,yosys_cells,36,
power,powerDensity,396.8,nW/um2
floorplan,ios,97,
timing,fin_crit,1091,ps
route,diodes,0,
timing,drv_slew,0,
timing,finalHoldViolations,0,
logic_synthesis,top_area_cell,"mux2_4",
layout,fin_area,1593,um2
critical_path,arrival,890,ps
global_route,antenna_found_initial,0,
logic_synthesis,top_cells_by_count,"30 x mux2_4, 3 x buf_12, 2 x mux2_2",
flow_run,maxCapViolCount,0,
status,status,"complete, but fails checks",
route,drtAntennaViolNets,0,
worst_hold_path,min_from,"ReadData[29]",
logic_synthesis,synth_cell_type_count,4,
power,peakVddDrop,0.0001696,V
floorplan,fp_util,14.98,%
power,p_leak,0.8596,nW
route,drt_first_pass_iters,2,
floorplan,fp.dieW,81,um
critical_path,critPathKind,"input pin to primary output",
floorplan,chipHeight,81,um
layout,seqCellArea,0,um2
layout,fin_util,43.84,%
critical_path,start_kind,"input pin",
logic_synthesis,most_common_cell,"mux2_4",
route,first_iter_violations,7,
place,hpwlAfterDp,2534,um
critical_path,cp_slowest_stage_delay,300,ps
clock_tree,cts_setup_buffers,0,
timing,timing.fmax,0.9168,GHz
global_route,grt_pass1_wl,4181,um
layout,nFillCells,369,
floorplan,die_area,6561,um2
logic_synthesis,syn_avg_cell_area,15.12,um2
critical_path,end_kind,"primary output",
timing,rsz0062_at_grt,"true",
route,wire_per_inst,16.02,um
logic_synthesis,ys_seq_share,0,%
timing,layout_setup_ws,-90.77,ps
timing,slew-limit-headroom,92.63,%
timing,finalSetupViolCount,31,
timing,finalCritPeriodShare,109.1,%
critical_path,crit_path_cell_trace,"buf_16 -> buf_16 -> mux2_4 -> buf_6",
-- how the worst max path moves through the flow --
| stage | start | end | slack [ps] | cells after the start |
|---|---|---|---|---|
| CTS | ResultSrc | Result[25] | -100 | 4 |
| global route | ResultSrc | Result[10] | -110 | 4 |
| finish | ResultSrc | Result[25] | -90 | 4 |
-- timing repair --
action                     in CTS  in global routing
hold buffers                    0                  0
setup endpoints to repair      32                 32
cloned                          4                  0
resized                       185                 11
-- cell usage in the layout (no fill, tap or decap) --
cell type        count
buf_12               2
clkdlybuf4s15_1      2
buf_4                1
buf_6               23
mux2_4              32
buf_2                9
buf_16               5
dlygate4sd2_1       62
-- critical path, delay by kind of cell --
family | cells | cell delay [ps]
buf+inv | 3 | 390
mux | 1 | 300
-- per-stage QoR --
step,hold WS [ps],TNS [ps]
floorplan,497.7,0
global placement,1188,-15910
detailed placement,1201,-15940
CTS,775.5,-2744
global route,792.2,-3156
finish,769.9,-2608
-- area by class of cell --
type	instances	area (um2)	area share [%]
timing repair buffer	104	1052	66.06
multi-input combinational	32	480.5	30.16
tap	48	60.06	3.771
-- per-layer routing --
metal  track usage [%]  part of all wire [%]
met1             9.483                    38
met2             14.41                    51
met3             3.229                    12
met4                 0                     0
met5                 0                     0
-- cell families (layout without fill, tap and decap cells) --
group | Yosys count | in the layout | synth area share (%)
buffers and inverters | 4 | 104 | 13.10
muxes | 32 | 32 | 86.90
-- where the power goes --
| part | internal [mW] | switching (mW) | total, mW |
|---|---|---|---|
| clock | 0 | 0 | 0 |
| sequential | 0 | 0 | 0 |
| combinational | 0.490 | 0.142 | 0.632 |
Power and IR drop assume default switching activity.
