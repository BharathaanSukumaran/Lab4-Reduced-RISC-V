[/design/flow/run.sh]
#!/bin/bash
# OpenROAD 26Q1-2900-gdf79404cd8, Yosys 0.63+post, stock flow scripts
make -C /OpenROAD-flow-scripts/flow DESIGN_CONFIG=/design/flow/config.mk WORK_HOME=/design/flow/orfs finish
[/design/flow/config.mk]
export PLATFORM = sky130hd
export DESIGN_NAME = register
export DESIGN_NICKNAME = register
export VERILOG_FILES = /design/flow/design.v
export SDC_FILE = /design/flow/constraint.sdc
export NUM_CORES = 4
export LEC_CHECK = 1
export CORE_UTILIZATION = 30
[/design/flow/constraint.sdc]
current_design register

set clk_period 4.0
set clk_io_pct 0.2

create_clock -name clk0 -period $clk_period [get_ports {clk}]

set non_clock_inputs [all_inputs -no_clocks]
set_input_delay [expr $clk_period * $clk_io_pct] -clock clk0 $non_clock_inputs
set_output_delay [expr $clk_period * $clk_io_pct] -clock clk0 [all_outputs]
[/design/flow/design.v]
module register #(
    parameter ADDRESS_WIDTH = 5,
    parameter DATA_WIDTH = 32
)(
    input logic clk,
    input logic [DATA_WIDTH-1:0] Instr,
    input logic WE3,
    input logic [DATA_WIDTH-1:0] WD3,
    output logic [DATA_WIDTH-1:0] RD1,
    output logic [DATA_WIDTH-1:0] RD2,
    output logic [DATA_WIDTH-1:0] a0
);
logic [4:0] rs2 = Instr[24:20];
logic [4:0] rs1  = Instr[19:15];
logic [4:0] rd = Instr[11:7];
logic [DATA_WIDTH-1:0] reg_array [2**ADDRESS_WIDTH-1:0];
always_ff @(posedge clk) begin
    RD1 <= reg_array [rs1];
    RD2 <= reg_array[rs2];
    if(WE3 == 1) begin
        reg_array[rd]<= WD3;
    end
    a0 <= reg_array[0];
end
endmodule
==> results.sh <==
# implementation run metrics
export IMPL_min_path_type="flip-flop to flip-flop"
export IMPL_edf_count=1024
export IMPL_grt_overflow_total=0
export IMPL_hold_path_end="a0[17]"
export IMPL_ys_chip_area_um2=50710
export IMPL_yosys_top_cells_count="edfxtp_1 (1,024), mux2i_1 (1,024), nand2_1 (195), nand3_1 (194)"
export IMPL_vias=31870
export IMPL_largest_area_cell="edfxtp_1"
export IMPL_skew_ps=34.59
export IMPL_top_level_ports=162
export IMPL_die_h_um=413.1
export IMPL_yosys_stat_cells=3482
export IMPL_clkTransAtPathRegs_ps=60
export IMPL_p_per_area_nw_per_um2=442.3
export IMPL_clock_sinks=1120
export IMPL_area_leaders="edfxtp_1 (61%), mux2i_1 (20%), dfxtp_1 (3.8%)"
export IMPL_die_w_um=413.1
export IMPL_slowest_stage="clkdlybuf4s50_1"
export IMPL_cts_buffer_depth=3
export IMPL_netlist_area_um2=50710
export IMPL_finalCriticalPeriod_ps=2744
export IMPL_status="complete, no violations"
export IMPL_total_power_uw=26420
export IMPL_dp_hpwl_um=96470
export IMPL_yosys_stat_seqShare_pct=64.43
export IMPL_r2r_setup_slack_ps=2170
export IMPL_grt_pass1_vias=33250
export IMPL_logic_area_um2=16780
export IMPL_crit_path_max_incr_delay_ps=620
export IMPL_via_per_inst=5.318
export IMPL_top_area_share_pct=60.64
export IMPL_fin_tns_setup_ps=0
export IMPL_cp_data_required_time_ps=4560
export IMPL_p_leak_uw=0.02184
export IMPL_ys_flops=1120
export IMPL_ff_type="edfxtp_1"
export IMPL_start_kind="input port"
export IMPL_clock_root_buffer="clkbuf_16"
export IMPL_max_cap_viol_count=0
export IMPL_ys_warn_count=1
export IMPL_ant_nets=0
export IMPL_post_synth_cell_area_avg_um2=14.56
export IMPL_warning_count=43
export IMPL_post_dp_cell_area_um2=55790
export IMPL_fin_area_um2=59740
export IMPL_tritoncts="built"
export IMPL_wire_per_inst_um=26.37
export IMPL_finalSetupViolations=0
export IMPL_setup_worst_path_end_class="flip-flop"
export IMPL_grt_max_degree=83
export IMPL_dr_pass1_iters=9
export IMPL_slew_headroom_pct=46.37
export IMPL_finalMaxSlewViolations=0
export IMPL_path_cells="clkdlybuf4s50_1 -> nor2b_4 -> buf_12 -> a22oi_1 -> a31oi_1 -> nand3_1"
export IMPL_arrival_ps=3300
export IMPL_grt_pass1_wl_um=224200
export IMPL_cts_resized=0
export IMPL_worstSkewPairLatency_ps=760
export IMPL_vdd_drop_max_v=0.0003972
export IMPL_diodes=0
export IMPL_cts_hold_buffers=0
export IMPL_worst_r2r_cell_count=5
export IMPL_tightest_slew_ps=804.4
export IMPL_synthArstFlopShare_pct=0
export IMPL_synth_cells=3482
export IMPL_antenna_found_initial=2
export IMPL_post_cts_buffers=0
export IMPL_cts_htree_levels=3
export IMPL_syn_to_final_growth_pct=17.80
export IMPL_portBuffers=144
export IMPL_timing_rr_end="RD1[12]"
export IMPL_min_from="reg_array[0][17]"
export IMPL_place_congestion=0.8760
export IMPL_min_path_cells=0
export IMPL_crit_type="input port to flip-flop"
export IMPL_register_area_um2=32670
export IMPL_num_rows=150
export IMPL_cts_buffers=118
export IMPL_drc=0
export IMPL_track_usage_pct=19.46
export IMPL_fmax_mhz=364.4
export IMPL_reg2reg_from="reg_array[0][12]"
export IMPL_synthDistinctLibCells=24
export IMPL_initCoreUtil_pct=30.29
export IMPL_core_area_um2=167400
export IMPL_fin_ws_ps=1256
export IMPL_drive_gt1_share_pct=11.35
export IMPL_final_hold_violation_count=0
export IMPL_min_period_over_period_pct=68.60
export IMPL_rsz0062_at_grt="no"
export IMPL_pre_cts_ws_ps=620.8
export IMPL_wirelength_um=158000
export IMPL_cp_max_fo=42
export IMPL_die_area_um2=170700
export IMPL_fillCellCount=15690
export IMPL_drtIter0Drc=2061
kinds of logic after synthesis:
group / after synthesis / share of synthesized area (%)
AND-OR/OR-AND: 576 / 7.737
buffers and inverters: 253 / 3.089
flip-flops: 1120 / 64.43
multiplexers: 1024 / 20.21
AND/OR/NAND/NOR: 509 / 4.535
metrics by stage:
| stage | util (%) | instances | hold slack [ps] |
|---|---|---|---|
| after floorplan | - | 3482 | 368.5 |
| after global placement | 33.33 | 5768 | 380.6 |
| after detailed placement | 33.33 | 5768 | 391.5 |
| after CTS | 35.68 | 5992 | 382.6 |
| after global routing | 35.68 | 5992 | 396.7 |
| final | 35.68 | 5992 | 388.7 |
layout by cell type (no fill, tap or decap), drive strengths merged, types with 64 or more instances in the layout:
| cell | synthesis | layout |
|---|---|---|
| a31oi | 64 | 64 |
| edfxtp | 1024 | 1024 |
| nor3 | 64 | 64 |
| a22o | 128 | 128 |
| a21oi | 192 | 192 |
| buf | 166 | 193 |
| dfxtp | 96 | 96 |
| clkdlybuf4s50 | 0 | 142 |
| a22oi | 192 | 192 |
| nand2 | 195 | 195 |
| clkbuf | 87 | 166 |
| mux2i | 1024 | 1024 |
| nand3 | 194 | 194 |
final cells by class:
type                    count  share of cell area [%]
flip-flops and latches   1120                   54.69
well taps                2204                   4.616
repair buffers            335                   6.003
clock buffers             166                   5.596
clock inverters            58                   1.007
multi-input cells        2109                   28.09
layer usage:
layer	global-route usage, %	vias up	routed length [µm]
li1	-	14130	-
met1	22.14	15520	54340
met2	29.24	1875	72410
met3	13.62	333	25250
met4	6.031	6	5927
met5	0.9045	-	81
state kept, by name, summed over array words and instances (netlist names):
name / flops
a0: 32
RD1: 32
RD2: 32
reg_array: 1024
how the worst max path moves through the flow:
stage	depth (start not counted)	to	slack, ps	start
CTS	1	RD1[7]	1270	RD1[7]
finish	6	RD1[12]	1260	Instr[15]
global route	1	RD1[22]	1220	RD1[22]
worst max-delay path, delay by kind of cell:
kind                   cells  cell delay [ps]
buffers and inverters      2              960
AND/OR/NAND/NOR            2              840
AND-OR/OR-AND              2              620
power by group:
group          switching (µW)  total, µW  internal, µW
sequential                133      13100         13000
clock                    4720      11000          6300
combinational            1370       2270           903
Power figures rest on the tool's default switching activity, not on a simulated workload.
